### flow/run.sh
#!/bin/bash
# OpenROAD 26Q1-2900-gdf79404cd8, Yosys 0.63+post, stock flow scripts
make -C /OpenROAD-flow-scripts/flow DESIGN_CONFIG=/design/flow/config.mk WORK_HOME=/design/flow/orfs finish
### flow/config.mk
export PLATFORM = sky130hd
export DESIGN_NAME = cp0_reg
export DESIGN_NICKNAME = cp0_reg
export VERILOG_FILES = /design/flow/design.v
export SDC_FILE = /design/flow/constraint.sdc
export NUM_CORES = 4
export LEC_CHECK = 1
export CORE_UTILIZATION = 30
### flow/constraint.sdc
current_design cp0_reg

set clk_period 9.4
set clk_io_pct 0.2

create_clock -name clk0 -period $clk_period [get_ports {clk}]

set non_clock_inputs [all_inputs -no_clocks]
set_input_delay [expr $clk_period * $clk_io_pct] -clock clk0 $non_clock_inputs
set_output_delay [expr $clk_period * $clk_io_pct] -clock clk0 [all_outputs]
### flow/design.v
module cp0_reg(
    input                         clk,
    input                      resetn,
    input                  eret_flush,
    input                     cp0_tag,
    input                  div_finish,
    input   [31:0]       cp0_badvaddr,   
    input   [31:0]             cp0_pc,   
    input   [4:0]        cp0_excode_t,   
    input                    cp0_ex_t,   
    input                      cp0_bd,   
    input                      cp0_we,
    input   [4:0]            cp0_addr,
    input   [31:0]          cp0_wdata,
    input   [5:0]             cp0_int,
    output  [31:0]          cp0_rdata,
    output  [31:0]             int_pc,
    output                  int_flush,
    output              int_div_stall
);
wire [31:0]  status_rdata;
wire [31:0]  cause_rdata;
wire [31:0]  epc_rdata;
wire [31:0]  badvaddr_rdata;
wire [31:0]  count_rdata;
wire [31:0]  compare_rdata;
wire         cp0_ex;
wire [4:0]   cp0_excode;
wire         mtc0_we;    
assign  cp0_ex = cp0_excode_t == 5'h0d ? 1'b0 : cp0_ex_t;   
assign  cp0_excode = cp0_excode_t == 5'h0d ? 5'h0 : cp0_excode_t;   
assign int_flush = (~cp0_tag | div_finish) & (eret_flush | cp0_ex);   
assign int_pc = ({32{eret_flush}} & epc_rdata) |
                ({32{cp0_ex}} & 32'hBFC00380);
assign mtc0_we = cp0_we && ~cp0_ex;
assign int_div_stall = (eret_flush | cp0_ex) & cp0_tag & ~div_finish;
assign cp0_rdata = ({32{cp0_addr == 5'h07}} & compare_rdata) |
                   ({32{cp0_addr == 5'h09}} & cause_rdata) |
                   ({32{cp0_addr == 5'h0a}} & epc_rdata) |
                   ({32{cp0_addr == 5'h04}} & badvaddr_rdata) |
                   ({32{cp0_addr == 5'h05}} & count_rdata) |
                   ({32{cp0_addr == 5'h08}} & status_rdata) ;
reg [31:0]  badvaddr;    
reg         tick;
reg [31:0]  count;       
reg [31:0]  compare;     
wire        status_bev;  
reg [7:0]   status_im;   
reg         status_exl;  
reg         status_ie;   
reg         cause_bd;    
reg         cause_ti;    
reg [7:0]   cause_ip;    
reg [4:0]   cause_excode;   
reg [31:0]  epc;         
initial begin
    badvaddr = 32'h0;
    tick = 1'b0;
    count = 32'h0;
    compare = 32'h0;
    status_im = 8'h0;
    status_exl = 1'b0;
    status_ie = 1'b0;
    cause_bd = 1'b0;
    cause_ti = 1'b0;
    cause_ip = 8'h0;
    cause_excode = 5'h0;
    epc = 32'h0;
end
assign status_rdata = {{9{1'b0}}, status_bev, {6{1'b0}}, status_im, {6{1'b0}}, status_exl, status_ie};
assign status_bev = 1'b1;
always @(posedge clk) begin
    if (~resetn) begin
        status_im <= 8'h0;
    end else if (mtc0_we && cp0_addr == 5'h08) begin
        status_im <= cp0_wdata[15:8];
    end
end
always @(posedge clk) begin
    if (~resetn) begin
        status_exl <= 1'b0;
    end
    else if (cp0_ex) begin
        status_exl <= 1'b1;
    end
    else if (eret_flush) begin
        status_exl <= 1'b0;
    end
    else if (mtc0_we && cp0_addr == 5'h08) begin
        status_exl <= cp0_wdata[1];
    end
end
always @(posedge clk) begin
    if(~resetn) begin
        status_ie <= 1'b0;
    end else if(mtc0_we && cp0_addr == 5'h08) begin
        status_ie <= cp0_wdata[0];
    end
end
assign cause_rdata = {cause_bd, cause_ti, {14{1'b0}}, cause_ip, 1'b0, cause_excode, {2{1'b0}}};
always @(posedge clk) begin
    if(~resetn) begin
        cause_bd <= 1'b0;
    end else if(~status_exl && cp0_ex) begin
        cause_bd <= cp0_bd;
    end 
end
always @(posedge clk) begin
    if(~resetn) begin
        cause_ti <= 1'b0;
    end else if(mtc0_we && cp0_addr == 5'h07) begin    
        cause_ti <= 1'b0;
    end else if(count == compare) begin
        cause_ti <= 1'b1;
    end
end
always @(posedge clk) begin
    if(~resetn) begin
        cause_ip[7:2] <= 6'b0;
    end else begin
        cause_ip[7] <= cp0_int[5] | cause_ti;
        cause_ip[6:2] <= cp0_int[4:0];
    end
end
always @(posedge clk) begin
    if(~resetn) begin
        cause_ip[1:0] <= 2'b0;
    end else if(mtc0_we && cp0_addr == 5'h09) begin
        cause_ip[1:0] <= cp0_wdata[9:8];
    end
end
always @(posedge clk) begin
    if(~resetn) begin
        cause_excode <= 5'b0;
    end else if(cp0_ex) begin
        cause_excode <= cp0_excode;
    end
end
assign epc_rdata = epc;
always @(posedge clk) begin
    if(~resetn) begin
        epc <= 32'h0;
    end else if(cp0_ex && ~status_exl) begin
        epc <= cp0_bd ? cp0_pc - 3'h4 : cp0_pc;
    end else if (mtc0_we && cp0_addr == 5'h0a) begin
        epc <= cp0_wdata;
    end
end
assign badvaddr_rdata = badvaddr;
always @(posedge clk) begin
    if (~resetn) begin
        badvaddr <= 32'h0;
    end else if(cp0_ex && (cp0_excode == 5'h04 || cp0_excode == 5'h05)) begin
        badvaddr <= cp0_badvaddr;
    end
end
assign count_rdata = count;
always @(posedge clk) begin
    if(~resetn) begin
        tick <= 1'b0;
    end else begin
        tick <= ~tick;
    end
    if(~resetn) begin
        count <= 32'h0;
    end else if (mtc0_we && cp0_addr == 5'h05) begin
        count <= cp0_wdata;
    end else if (tick) begin
        count <= count + 1'b1;
    end
end
assign compare_rdata = compare;
always @(posedge clk) begin
    if(~resetn) begin
        compare <= 32'h0;
    end else if (mtc0_we && cp0_addr == 5'h07) begin
        compare <= cp0_wdata;
    end
end
endmodule
==> metrics.cfg <==
[status]
outcome = complete, no violations

[power_and_ir_drop]
p_sw_share_pct = 26.41
power_frac_clock_pct = 43.5
total_power_mw = 1.552
cellPowerDensity_mw_per_mm2 = 142.7
pwr-share-comb_pct = 11.8
p_switching_mw = 0.4099
p_seq_share_pct = 44.7
p_int_mw = 1.142
ir_drop_uv = 118.9
p_leak_nw = 3.655

[worst_setup_path]
cp-start-kind = input pin
cp-end-kind = output pin
endpoint = cp0_rdata[31]
cp.arrival_ns = 4.24
worstPathCellList = clkdlybuf4s50_1 > or3b_2 > nor2_2 > buf_4 > a222oi_1 > nand2_1 > clkdlybuf4s50_1
cp-startpoint = cp0_addr[2]
critical_path_required_ns = 7.52
slowest_delay_ns = 0.50
cp_slowest_cell = or3b_2
r2r_start = count[3]$_SDFFE_PN0P_
reg2regPathDepth = 5
crit_top_cell = clkdlybuf4s50_1
reg2reg_slack_ns = 7.02
r2r-end = count[31]$_SDFFE_PN0P_
cp_max_fo = 34
critPathKind = input pin to output pin

[synth]
syn-cell-area_mm2 = 0.008183
ys_ff = 154
post-synth-top-area-cell = dfxtp_1
yosysUniqueCellTypes = 59
syn_avg_cell_area_um2 = 7.808
yosysSeqAreaShare_pct = 37.68
yosys_cells = 1048
synthFlopType = dfxtp_1
syn_inst = 1048
netlist.area_leader.share_pct = 37.68
top_cells_by_area = dfxtp_1, nand2_1, a22oi_1
synth-edff-count = 0
yosys_warnings = 1
ys_area_mm2 = 0.008183
synthArstFlopShare_pct = 0

[drt]
drc = 0
num_vias = 8463
wire_per_inst_um = 20.69
route.met3.wl_um = 3168
wl_met1_um = 14110
dr_wl_met2_um = 13780
ant_nets = 0
routed_wl_um = 31930
dr.pass1.iters = 5
drt_iter0_markers = 784
vias_per_cell = 5.485
topRoutingLayerUsed = met4

[layout]
comb_area_mm2 = 0.004730
area_growth_pct = 32.90
fillCellCount = 2694
flop_area_mm2 = 0.003083
layout-drive-gt1-share_pct = 6.911

[floorplan]
boundaryPins = 186
coreArea_mm2 = 0.02688
die_area_mm2 = 0.02794
die_height_um = 167.2
initial_utilization_pct = 30.45
fp.dieW_um = 167.2
num_rows = 60

[clock_tree]
clockBufferDepth = 2
cts_root_buf = clkbuf_16
postCtsSetupRepairBufs = 0
ctsHoldBuffers = 0
cts_inserted_buffers = 17
cts.sinks = 154
cts-resized-gates = 0
clock.latency.late_pin_ns = 0.43
cts_tree = done
clk_pin_slew_ns = 0.07
htree_levels = 4

[place]
place_congestion = 0.9172
dp_hpwl_um = 23720
port_buffers = 185

[sta]
max_clock_freq_ghz = 0.1634
worst_slew_pin_slew_ns = 0.7271
skew_ns = 0.01085
fin_crit_sh_pct = 65.10
period_needed_ns = 6.119
final_hold_viol_count = 0
relSlewSlack_pct = 51.47
slew_viol_final = 0
rsz0062_at_grt = false
setup_viol = 0
setup_tns_ns = 0

[grt]
grt_max_degree = 64
grt.total_usage_pct = 23.02
grt_pass1_vias = 7835
antenna_found_initial = 2
overflow = 0
grt_pass1_wl_um = 47570

[min_path]
hold_path.class = flop to flop

[flow_run]
maxCapViolCount = 0
warning_count = 25

-- cells in the final DEF (no fill, tap or decap), types with 3 or more instances in the layout --
cell type	n
nand4_1	15
buf_4	23
nor2_1	48
a222oi_1	10
nor4_1	17
a21oi_1	110
o31a_1	7
and4_1	4
a211oi_1	20
o21ai_0	42
mux2i_1	12
xor2_1	17
inv_1	8
o221ai_1	3
dfxtp_1	154
nor3_1	30
and2_1	24
nor3_2	4
a31oi_1	3
a22oi_1	76
or4_1	3
clkdlybuf4s50_1	185
nand3_1	26
clkinvlp_4	7
a221oi_1	3
xnor2_1	65
and3_1	6
or3_1	5
clkbuf_16	17
inv_6	6
nand2_1	207
-- logic make-up after synthesis --
family	after synthesis	share of synthesized area, %
and+or+nand+nor	421	25.14
adders and majority gates	2	0.3058
xor gates and xnor gates	82	8.777
buffers and inverters	96	4.893
muxes	13	1.606
DFF	154	37.68
AOI/OAI and AO/OA	280	21.61
-- routing by layer --
layer | vias to the layer above | GRT usage, %
met5 | - | 0
met3 | 47 | 6.379
met1 | 3957 | 34.38
met2 | 431 | 33.36
li1 | 4028 | -
met4 | 0 | 5.425
-- synthesized netlist by cell type (3+ instances only) --
master / number
o31a_1: 7
nand3_1: 27
a31oi_1: 3
and3_1: 6
xnor2_1: 65
a221oi_1: 3
a222oi_1: 10
nand2_1: 207
xor2_1: 17
mux2i_1: 12
nand4_1: 15
a211oi_1: 20
and4_1: 4
or3_1: 5
clkbuf_1: 69
or4_1: 3
o221ai_1: 3
inv_1: 9
buf_2: 13
dfxtp_1: 154
o21ai_0: 42
a21oi_1: 110
nor2_1: 50
nor4_1: 17
nor3_1: 32
a22oi_1: 76
and2_1: 24
-- worst min path at each step --
stage                    startpoint                   endpoint  slack [ns]  cells after the start
4_1_cts   badvaddr[29]$_SDFFE_PN0P_  badvaddr[29]$_SDFFE_PN0P_        0.46                      2
5_1_grt   badvaddr[28]$_SDFFE_PN0P_  badvaddr[28]$_SDFFE_PN0P_        0.47                      2
6_report  badvaddr[20]$_SDFFE_PN0P_  badvaddr[20]$_SDFFE_PN0P_        0.46                      2
-- state kept, by name (all words and copies together), names as in the netlist --
| register | cells |
|---|---|
| status_ie | 1 |
| badvaddr | 32 |
| cause_ti | 1 |
| cause_bd | 1 |
| tick | 1 |
| status_im | 8 |
| count | 32 |
| compare | 32 |
| epc | 32 |
| cause_excode | 5 |
| cause_ip | 8 |
| status_exl | 1 |
-- worst max-delay path: cells and delay by family --
| family | cells | cell delay (ns) |
|---|---|---|
| buffers and inverters | 3 | 1.33 |
| AND-OR/OR-AND | 1 | 0.21 |
| AND/OR/NAND/NOR | 3 | 0.80 |
-- layout make-up --
cell class	count	area share, %
timing repair buffer	208	18.61
sequential	154	28.35
tap	341	3.923
clock inverter	14	1.243
antenna	1	0.02301
inverter	9	0.3221
multi-input combinational	798	43.49
clock buffer	18	4.038
-- power by group through the flow --
stage	combinational, mW	clock [mW]	sequential [mW]
CTS	0.183	0.678	0.693
global route	0.198	0.708	0.695
finish	0.184	0.675	0.694
-- metrics by stage --
| stage | util [%] | worst slack, ns | cell area (um2) | instances | hold WS [ns] |
|---|---|---|---|---|---|
| 2_1_floorplan | - | 4.365 | 8183 | 1048 | 0.4357 |
| 3_3_place_gp | 38.32 | 3.314 | 10300 | 1510 | 0.4446 |
| 3_5_place_dp | 38.32 | 3.316 | 10300 | 1510 | 0.4480 |
| 4_1_cts | 40.46 | 3.299 | 10870 | 1542 | 0.4577 |
| 5_1_grt | 40.47 | 3.175 | 10880 | 1543 | 0.4711 |
| 6_report | 40.47 | 3.281 | 10880 | 1543 | 0.4578 |
Power and IR drop assume default switching activity.
